## config.mk

```make
export PLATFORM = sky130hd
export DESIGN_NAME = h8_core
export DESIGN_NICKNAME = h8_core
export VERILOG_FILES = /design/flow/design.v
export SDC_FILE = /design/flow/constraint.sdc
export NUM_CORES = 4
export LEC_CHECK = 1
export CORE_UTILIZATION = 50
```

## constraint.sdc

```tcl
current_design h8_core

set clk_period 9.0
set clk_io_pct 0.2

create_clock -name clk0 -period $clk_period [get_ports {i_clk}]

set non_clock_inputs [all_inputs -no_clocks]
set_input_delay [expr $clk_period * $clk_io_pct] -clock clk0 $non_clock_inputs
set_output_delay [expr $clk_period * $clk_io_pct] -clock clk0 [all_outputs]
```

## run.sh

```bash
#!/bin/bash
# OpenROAD 26Q1-2900-gdf79404cd8, Yosys 0.63+post, stock flow scripts
make -C /OpenROAD-flow-scripts/flow DESIGN_CONFIG=/design/flow/config.mk WORK_HOME=/design/flow/orfs finish
```

## design.v

```verilog
module h8_core (
      input  wire       i_clk
    , input  wire       i_rst
    , output wire [7:0] o_imem_req_addr
    , output wire       o_imem_req_valid
    , input  wire [7:0] i_imem_rsp_data
    , output wire [7:0] o_dmem_req_addr
    , output wire [7:0] o_dmem_req_data
    , output wire       o_dmem_req_write
    , output wire       o_dmem_req_valid
    , input  wire [7:0] i_dmem_rsp_data
);
reg [7:0] pc_fetch_d, pc_fetch_q;
reg       flush_q;
wire [7:0] pc;
wire       valid;
wire [3:0] op, imm_u4;
wire [7:0] imm_u8;
wire       is_ldam, is_ldbm, is_stam, is_ldac, is_ldbc, is_ldap, is_ldai,
           is_ldbi, is_stai, is_br, is_brz, is_brn, is_brb, is_add, is_sub,
           is_pfix;
wire [7:0] op_0, op_1;
wire [7:0] result;
wire       dmem_ld_a, dmem_ld_b, dmem_st_a;
reg        ld_a_pend_q, ld_b_pend_q;
wire       take_branch;
wire [7:0] target_pc;
reg [7:0] areg, areg_d, areg_q,
          breg, breg_d, breg_q;
reg [3:0] pfix_d, pfix_q;
assign pc_fetch_d = take_branch ? target_pc : { pc_fetch_q + 8'd1 };
assign o_imem_req_addr  = pc_fetch_q;
assign o_imem_req_valid = 1'd1;
always @(posedge i_clk, posedge i_rst) begin
    if (i_rst) begin
        pc_fetch_q <= 8'd0;
        flush_q    <= 1'd1;
    end else begin
        pc_fetch_q <= pc_fetch_d;
        flush_q    <= 1'd0;
    end
end
assign pc = pc_fetch_q;
assign valid = !flush_q;
assign {op, imm_u4} = i_imem_rsp_data;
assign imm_u8 = {pfix_q, imm_u4};
assign is_ldam = (op == 4'b0000);
assign is_ldbm = (op == 4'b0001);
assign is_stam = (op == 4'b0010);
assign is_ldac = (op == 4'b0011);
assign is_ldbc = (op == 4'b0100);
assign is_ldap = (op == 4'b0101);
assign is_ldai = (op == 4'b0110);
assign is_ldbi = (op == 4'b0111);
assign is_stai = (op == 4'b1000);
assign is_br   = (op == 4'b1001);
assign is_brz  = (op == 4'b1010);
assign is_brn  = (op == 4'b1011);
assign is_brb  = (op == 4'b1100);
assign is_add  = (op == 4'b1101);
assign is_sub  = (op == 4'b1110);
assign is_pfix = (op == 4'b1111);
assign areg = ld_a_pend_q ? i_dmem_rsp_data : areg_q;
assign breg = ld_b_pend_q ? i_dmem_rsp_data : breg_q;
assign op_0 = (
    (|{is_ldai, is_ldbi, is_stai, is_add, is_sub}) ? areg :
    (|{is_ldap, is_br,   is_brz,  is_brn        }) ? pc
                                                   : 8'd0
);
assign op_1 = (
    (|{is_brb, is_add, is_sub}) ? breg
                                : imm_u8
);
assign result = is_sub ? { op_0 - op_1 }
                       : { op_0 + op_1 };
assign dmem_ld_a = is_ldam || is_ldai;
assign dmem_ld_b = is_ldbm || is_ldbi;
assign dmem_st_a = is_stam || is_stai;
assign o_dmem_req_addr  = result;
assign o_dmem_req_data  = areg;
assign o_dmem_req_write = dmem_st_a;
assign o_dmem_req_valid = valid && |{dmem_ld_a, dmem_ld_b, dmem_st_a};
always @(posedge i_clk, posedge i_rst) begin
    if (i_rst) begin
        ld_a_pend_q <= 'd0;
        ld_b_pend_q <= 'd0;
    end else begin
        ld_a_pend_q <= dmem_ld_a;
        ld_b_pend_q <= dmem_ld_b;
    end
end
assign take_branch = (is_br                   ) ||  
                     (is_brz && (areg == 8'd0)) ||  
                     (is_brn && areg[7]       ) ||  
                     (is_brb                  );    
assign target_pc = is_brb ? breg : result;
assign areg_d = (
    (valid && |{is_ldac, is_ldap, is_add, is_sub}) ? result :
    (ld_a_pend_q                                 ) ? i_dmem_rsp_data
                                                   : areg_q
);
assign breg_d = (
    (valid && is_ldbc) ? result :
    ld_b_pend_q        ? i_dmem_rsp_data
                       : breg_q
);
assign pfix_d = is_pfix ? imm_u4 : 'd0;
always @(posedge i_clk, posedge i_rst) begin
    if (i_rst) begin
        areg_q <= 8'd0;
        breg_q <= 8'd0;
        pfix_q <= 4'd0;
    end else begin
        areg_q <= areg_d;
        breg_q <= breg_d;
        pfix_q <= pfix_d;
    end
end
endmodule : h8_core
```

==> qor.rpt <==
========================================================================================================
Result of the run                                                                           complete, no violations
Number of sinks handled by clock tree synthesis                                                       31
Flops & latches, synth                                                                                31
Tool warning count                                                                                    26
H-tree lvl count                                                                                       2
Hold buffer count at CTS                                                                               0
I/O pin total                                                                                         45
Basic-gate share of the synthesized area counting and, or, nand and nor cells                      19.8%
Peak supply drop                                                                              0.000124 V
Initial antenna violation count                                                                        0
Die ar.                                                                                         5410 µm²
Worst R2R Path Depth                                                                                  13
Average via count per standard cell                                                                 5.43
Remaining global-route overflow                                                                        0
Insertion delay at the late pin of the worst-skew pair                                           0.28 ns
Clock network fraction of total power                                                              14.7%
Ratio of cells with drive above 1 in the final layout                                              11.9%
Iteration-0 DRC Markers                                                                              167
Height of the die                                                                                73.5 µm
Type of origin of the critical path                                                            input pin
Hold violation total from the final report                                                             0
Final setup violating endpoints                                                                        0
Mux contribution to synthesized area                                                               12.2%
Number of synthesis warnings                                                                           7
Total CTS buffers                                                                                      5
Avg Inst Size Synth                                                                             9.01 µm²
Worst-case clock skew                                                                         0.00489 ns
Clock tree from TritonCTS                                                                           done
Final Max-Slew Violation Tally                                                                         0
Crit end category                                                                             output pin
Critical path cell sequence                                                                 clkdlybuf4s50_1 -> nand2_1 -> a21oi_2 -> mux2i_1 -> o21ai_0 -> xor2_1 -> ha_1 -> a21o_1 -> a21o_1 -> a211oi_1 -> nand2_1 -> xnor2_2 -> inv_1 -> clkdlybuf4s50_1
Largest net degree at the start of global routing                                                     32
Hold Path Stages                                                                                       1
Adder share                                                                                        4.21%
Maximum fanout count along the critical path                                                          14
Global-route usage over all layers                                                                 26.0%
Power, Total                                                                                      766 µW
First-pass GRT wire length                                                                       10.2 mm
Logic area                                                                                      1640 µm²
Dominant cells by area after synthesis                                                      dfrtp_1, mux2i_1, nand2_1
CTS max path bufs                                                                                      2
Number of diodes                                                                                       0
Fraction of met2 tracks used by global routing                                                     36.7%
Number of post-CTS setup repair buffers                                                                0
Ao+oa area frac                                                                                    18.1%
Cell type with the highest aggregate area in the netlist                                         dfrtp_1
HPWL reported at the end of detailed placement                                                   5.06 mm
CTS root buffer                                                                                 clkbuf_8
Met3 usage in global routing                                                                       4.16%
Busiest layer in global routing                                                                     met1
Sum of routed wire length over all layers                                                        6.40 mm
Average wire per standard cell                                                                   16.3 µm
Cell at the slowest stage of the critical path                                              clkdlybuf4s50_1
Total of fill cells in the finished design                                                           423
DR pass1 iterations                                                                                    4
Unique masters post-synth                                                                             52
Total cell area reported by yosys after synthesis                                               2560 µm²
Relative slew slack                                                                                41.3%
Number of nets with antenna violations after routing                                                   0
Xor/xnor share                                                                                     9.15%
Sequential share of power                                                                          29.6%
Unrepaired setup endpoints after global routing                                                       no
Internal power contribution                                                                       473 µW
Floorplan Core Area                                                                             4820 µm²
FMAX                                                                                           0.130 GHz
Floorplan utilization                                                                              53.1%
Combinational share of power                                                                       55.7%
Final period util                                                                                  85.4%
Register cell area after layout                                                                  777 µm²
Die span in x                                                                                    73.5 µm
Vias post-DR                                                                                        2141
Dominant combinational cell family by area after synthesis                                  simple AND/OR/NAND/NOR gates
Number of resized instances in the post-cts repair step                                                0
Minimum clock period                                                                             7.68 ns
Signed area change from the synthesized netlist to the final layout                                21.2%
Category of the most critical setup path                                                          in2out
Max capacitance violation total                                                                        0
Post-synth tally of flip-flops with integrated enable                                                  0
Fraction of registers with async set/reset                                                          100%
Synth Flop Type                                                                                  dfrtp_1
Number of global-route vias before repair                                                           1907
GP Congestion                                                                                      0.900
Area share of the leading cell type in the synthesized netlist                                     29.4%
Power density over cell area                                                                  247 nW/µm²
Switching pwr                                                                                     293 µW
Class of the tightest hold or removal check                                                      reg2reg
Syn Std Cell Area                                                                               2560 µm²
Total number of placement rows                                                                        25
Fraction of power spent switching nets                                                             38.3%
Slew at the pin closest to its max-slew limit                                                   0.874 ns
Post-CTS clock slew at the launch and capture registers of the worst setup and hold paths        0.06 ns
Met1 global-route usage                                                                            44.8%
Total Negative Setup Slacks                                                                         0 ns
Sequential area share after synthesis                                                              30.4%
Instance count of the mapped netlist                                                                 284
# Cells Yosys                                                                                        284
Critical path data arrival time                                                                  5.88 ns
Stage delay of the slowest cell on the critical path                                             0.80 ns
IO Port Bufs                                                                                          43
Remaining routing DRC violations                                                                       0
Leakage dissipation                                                                           0.00130 µW
Data required time of the worst path                                                             7.20 ns
========================================================================================================
## cell families after synthesis
group / Yosys count
flops: 31
mux: 30
buf+inv: 28
other cells: 2
simple gates: 101
fa+ha+maj: 8
compound gates: 59
xor+xnor: 25
## cell type report
cell class	count	share of cell area, %
Multi-Input combinational cell	225	52.7
Clock buffer	6	2.66
Clock inverter	1	0.161
Timing Repair Buffer	45	14.4
Inverter	19	2.30
Sequential cell	31	25.1
Tap cell	67	2.70
## critical path: cells and delay by family
family	cells	cell delay, ns
compound gates	5	1.31
simple gates	2	0.34
buf+inv	3	1.27
xor+xnor	2	0.49
fa+ha+maj	1	0.35
mux	1	0.32
## metrics by stage
step                      setup slack (ns)  instance area [µm²]  hold slack [ns]  util (%)  instances
after detailed placement              1.34                 3010            0.596      62.5        387
after floorplan                       3.07                 2560            0.498         -        284
after CTS                             1.31                 3100            0.609      64.4        394
final                                 1.32                 3100            0.616      64.4        394
after global placement                1.38                 3010            0.591      62.5        387
after global routing                  1.03                 3100            0.625      64.4        394
## synth_stat cells, types with 2 or more instances
master / number
o221ai_1: 5
nand2_1: 33
a21oi_2: 2
mux2_2: 6
nor2b_1: 4
ha_1: 7
conb_1: 2
mux2i_1: 23
and2_1: 5
buf_6: 4
or3_1: 2
a31oi_1: 2
a21oi_1: 12
o2bb2ai_2: 2
xor2_1: 10
xnor2_2: 2
inv_1: 19
buf_4: 4
nand2b_1: 7
and3_1: 3
xnor2_1: 13
nand3_1: 9
nor3_1: 15
a21o_1: 3
dfrtp_1: 30
nor2_1: 14
o21bai_2: 2
o21ai_0: 20
## power by group through the flow
| stage | clock, µW | sequential, µW | combinational [µW] |
|---|---|---|---|
| after CTS | 114 | 227 | 427 |
| final | 113 | 227 | 426 |
| after global routing | 120 | 234 | 469 |
## metal layers
layer,vias to the layer above,wire length (µm)
met5,-,0
met4,0,37
met3,4,356
met2,66,2780
met1,998,3230
li1,1073,-
## state kept, by name (all words and copies together) (netlist names)
name	count
areg_q	8
breg_q	8
pc_fetch_q	8
pfix_q	4
flush_q	1
ld_a_pend_q	1
ld_b_pend_q	1
## placed cells by master, fill, tap and decap left out, types with 9 or more instances in the layout
master	instances
nor3_1	15
a21oi_1	12
nor2_1	14
xor2_1	10
clkdlybuf4s50_1	43
inv_1	19
nand2_1	33
o21ai_0	20
nand3_1	9
mux2i_1	23
xnor2_1	13
dfrtp_1	30
## path summary, 6_finish.rpt
| kind | slack [ns] | to | startpoint |
|---|---|---|---|
| worst max-delay path | 1.32 | o_dmem_req_addr[7] | i_imem_rsp_data[6] |
| worst min-delay path | 0.62 | pc_fetch_q[0]$_DFF_PP0_ | pc_fetch_q[0]$_DFF_PP0_ |
| worst max register to register | 5.51 | pc_fetch_q[7]$_DFF_PP0_ | ld_b_pend_q$_DFF_PP0_ |
| worst min register to register | 0.62 | pc_fetch_q[0]$_DFF_PP0_ | pc_fetch_q[0]$_DFF_PP0_ |
| max in group asynchronous | 6.77 | flush_q$_DFF_PP1_ | i_rst |
| min in group asynchronous | 1.90 | ld_a_pend_q$_DFF_PP0_ | i_rst |
No activity file was given, so power comes from the tool's default toggle rates.
